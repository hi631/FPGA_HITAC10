--- design/flow/design.v ---
`timescale 1ns / 1ps
module VGA(CLK_50M, VGA_R, VGA_G, VGA_B, VGA_HS, VGA_VS);
	input CLK_50M;
	output [2:0] VGA_R;
	output [2:0] VGA_G;
	output [1:0] VGA_B;
	output VGA_HS;
	output VGA_VS;
	reg [1:0] clock_count;
	wire clk;
	assign clk = clock_count[0];
	reg [9:0] hcount;
	reg [9:0] vcount;
	reg [3:0] vga_r_out;
	reg [3:0] vga_g_out;
	reg [3:0] vga_b_out;
	reg VGA_HS_out;
	reg VGA_VS_out;
	assign VGA_R = vga_r_out;
	assign VGA_G = vga_g_out;
	assign VGA_B = vga_b_out;
	assign VGA_HS = VGA_HS_out;
	assign VGA_VS = VGA_VS_out;
	reg [2:0] out_count;
	reg [6:0] out_color;
	parameter H_ACTIVE_PIXEL_LIMIT = 640;
	parameter H_FPORCH_PIXEL_LIMIT = 656;  
	parameter H_SYNC_PIXEL_LIMIT   = 752;  
	parameter H_BPORCH_PIXEL_LIMIT = 800;  
	parameter V_ACTIVE_LINE_LIMIT = 480;
	parameter V_FPORCH_LINE_LIMIT = 490;  
	parameter V_SYNC_LINE_LIMIT   = 492;  
	parameter V_BPORCH_LINE_LIMIT = 521;  
	reg [31:0] c;
	reg ledout;
always @(posedge clk)
begin
	if (c == 32'd25000000)
	begin
		ledout <= ~ledout;
		c <= 0;
	end
	else
		c <= c + 1;
end
always @(posedge CLK_50M)
begin
	clock_count <= clock_count + 1;
end
always @(posedge clk)
begin
	if (hcount < H_BPORCH_PIXEL_LIMIT)
		hcount <= hcount + 1;
	else
	begin
		hcount <= 0;
		if (vcount < V_BPORCH_LINE_LIMIT) vcount <= vcount + 1;
		else vcount <= 0;
	end
	if (hcount < H_ACTIVE_PIXEL_LIMIT &&
		vcount < V_ACTIVE_LINE_LIMIT)  
	begin
		if (out_count < 4)
			out_count <= out_count + 1;
		else begin
			out_count <= 0;
			out_color <= out_color + 1;
		end
		if (~out_color[4]) vga_b_out <= ~out_color[3:0];
		else vga_b_out <= 0;
		if (~out_color[5]) vga_r_out <= ~out_color[3:0];
		else vga_r_out <= 0;
		if (~out_color[6]) vga_g_out <= ~out_color[3:0];
		else vga_g_out <= 0;
	end
	else
	case (hcount)
	H_ACTIVE_PIXEL_LIMIT :  
	begin
		vga_r_out <= 4'd0;
		vga_g_out <= 4'd0;
		vga_b_out <= 4'd0;
		out_count <= 0;
		out_color <= 0;
	end
	H_FPORCH_PIXEL_LIMIT :  
		VGA_HS_out <= 1'b0;
	H_SYNC_PIXEL_LIMIT :  
		VGA_HS_out <= 1'b1;
	endcase
	case (vcount)
	V_ACTIVE_LINE_LIMIT :  
		;
	V_FPORCH_LINE_LIMIT :  
		VGA_VS_out <= 1'b0;
	V_SYNC_LINE_LIMIT :  
		VGA_VS_out <= 1'b1;
	endcase
end
endmodule
--- design/flow/run.sh ---
#!/bin/bash
# OpenROAD 26Q1-2900-gdf79404cd8, Yosys 0.63+post, stock flow scripts
make -C /OpenROAD-flow-scripts/flow DESIGN_CONFIG=/design/flow/config.mk WORK_HOME=/design/flow/orfs finish
--- design/flow/constraint.sdc ---
current_design VGA

set clk_period 1.6
set clk_io_pct 0.2

create_clock -name clk0 -period $clk_period [get_ports {CLK_50M}]

set non_clock_inputs [all_inputs -no_clocks]
set_input_delay [expr $clk_period * $clk_io_pct] -clock clk0 $non_clock_inputs
set_output_delay [expr $clk_period * $clk_io_pct] -clock clk0 [all_outputs]
--- design/flow/config.mk ---
export PLATFORM = sky130hd
export DESIGN_NAME = VGA
export DESIGN_NICKNAME = VGA
export VERILOG_FILES = /design/flow/design.v
export SDC_FILE = /design/flow/constraint.sdc
export NUM_CORES = 4
export LEC_CHECK = 1
export CORE_UTILIZATION = 40
==> reports/highlights.md <==
* **setup skew after layout** 0 ps
* **Most Used Layer, Global Route** met2
* **Max rail drop VDD** 36.5 uV
* **Pre-Repair DR Iteration Count** 4
* **Top cell area share** 45.7%
* **setup repair after global routing missed its margin** no
* **type of element capturing the critical path** register
* **maximum frequency from static timing analysis** 2.20 GHz
* **Antenna Violating Nets Remaining** 0
* **timing startpoint of the critical path** clock_count[0]$_DFF_P_
* **Yosys Instances** 181
* **number of gates resized after cts** 0
* **number of global-route vias before repair** 1201
* **routability congestion estimate from global placement** 0.843
* **top cell family by delay on the critical path** flip-flops
* **Post-Synthesis Cells** 181
* **number of warnings printed during yosys synthesis** 1
* **Buffers on Ports** 10
* **antenna violations before repair** 0
* **total wire length after detailed routing** 2.90 mm
* **global-route wire length before repair** 5.18 mm
* **met3 Resource Use GR** 0.704%
* **final count of pins violating max slew** 0
* **stage-log warning count** 32
* **M1 GR Usage** 20.8%
* **startpoint-to-endpoint class of the critical path** reg -> reg
* **chip footprint** 5210 um2
* **clock latency at the later pin of the worst-skew pair** 0 ps
* **Worst setup SP type** register
* **number of register pins that no clock reaches** 40
* **sequential share of the synthesized area** 56.9%
* **Reg clk slew, reported paths** 0 ps
* **Post-CTS Hold Fix Bufs** 0
* **count of routing violations after the opening detailed-route iteration** 134
* **total standard cell area after synthesis** 1970 um2
* **global-route total usage across every layer** 12.6%
* **vias per cell** 5.13
* **Critical Path AT** 340 ps
* **Final Setup Violations** 0
* **cell area reported after detailed placement** 2140 um2
* **worst-case setup slack after placement** 1140 ps
* **crit-path cells** inv_1
* **I/O pin total** 11
* **grt met2 use** 21.2%
* **worst stage delay on the critical path** 310 ps
* **DRC errors left** 0
* **post-synthesis chip area from yosys** 1970 um2
* **pin count of the biggest net entering global routing** 41
* **final hold vios** 0
* **Bufs and invs on worst path** 1
* **die span in y** 72.2 um
* **Inserted Diodes** 0
* **total of flip-flops plus latches after synthesis** 41
* **source of the worst hold timing path** clock_count[0]$_DFF_P_
* **endpoints left unconstrained** 80
* **fin crit period** 454 ps
* **maximum capacitance violations** 0
* **starting density of the core** 41.7%
* **total leakage power** 0.790 nW
* **count of vias placed by the detailed router** 1294
* **Site Rows** 25
* **Slew Limit Headroom** 47.4%
* **share of cells above drive strength 1** 2.70%
* **unique cell type count in the Yosys netlist** 32
* **post-synthesis area per instance** 10.9 um2
* **width of the chip** 72.2 um
* **post-route design area** 2140 um2
* **reg-to-reg critical path startpoint** clock_count[0]$_DFF_P_
* **post-DR wirelength/cell** 11.5 um
* **Hold Crit Class** reg -> reg
* **largest fanout on the critical path** 2
* **final setup slack of the worst path** 1150 ps
* **outcome** completed
* **leftover overflow at the end of global routing** 0
* **Slowest-stage cell, CP** dfxtp_1
* **power per cell area** 11.9 nW/um2
* **floorplan core area** 4720 um2
* **number of setup buffers added after CTS** 0
* **crit path DRT** 1490 ps
* **largest cells by area after synthesis** edfxtp_1 (46%), dfxtp_1 (11%), ha_1 (5.1%), nand3_1 (3.8%), o21ai_0 (2.8%)
* **library cell occupying the most area in the post-synthesis netlist** edfxtp_1
* **sum of negative setup slack** 0 ps
* **fin crit share** 28.3%
* **area growth from synthesis to layout** 8.57%
* **Least-Margin Pin Slew** 788 ps
* **total half-perimeter wirelength after legalization and detailed placement** 2.13 mm
==> metrics by stage <==
stage                     power, mW  std cells  utilization (%)  hold slack (ps)
after floorplan              0.0254        181                -              655
after global placement       0.0254        252             45.3              359
after detailed placement     0.0254        252             45.3              364
after CTS                    0.0254        252             45.3              364
after global routing         0.0254        252             45.3              392
final                        0.0254        252             45.3              362
==> synthesized netlist by cell type <==
library cell,number
o31ai_1,3
inv_1,10
nor3b_1,2
nor4b_1,2
mux2i_1,2
nor2_1,14
mux2_2,1
nor4_1,2
edfxtp_1,30
a211o_4,1
nand2_1,9
o311a_1,1
a21boi_1,1
nand4_1,3
or4_1,3
a22oi_1,4
and2_1,1
dfxtp_1,11
or4_4,1
nand3_1,15
a21oi_1,8
ha_1,8
o21ai_0,11
nor3_1,9
xnor2_1,4
or3_1,7
o41ai_1,1
clkbuf_1,8
xor2_1,5
nand2b_1,2
nor2b_1,1
a22o_1,1
==> area by class of cell <==
class / count / area, um2
fill: 429 / 2580
sequential: 41 / 1120
multi-input combinational: 122 / 783
timing repair buffer: 12 / 115
tap: 67 / 83.8
inverter: 10 / 37.5
==> placed cells by master (no fill, tap or decap), types with 2 or more instances in the layout <==
| master | synthesis | final |
|---|---|---|
| a21oi_1 | 8 | 8 |
| a22oi_1 | 4 | 4 |
| buf_4 | 0 | 2 |
| clkdlybuf4s50_1 | 0 | 10 |
| dfxtp_1 | 11 | 11 |
| edfxtp_1 | 30 | 30 |
| ha_1 | 8 | 8 |
| inv_1 | 10 | 10 |
| mux2i_1 | 2 | 2 |
| nand2_1 | 9 | 9 |
| nand2b_1 | 2 | 2 |
| nand3_1 | 15 | 15 |
| nand4_1 | 3 | 3 |
| nor2_1 | 14 | 14 |
| nor3_1 | 9 | 9 |
| nor3b_1 | 2 | 2 |
| nor4_1 | 2 | 2 |
| nor4b_1 | 2 | 2 |
| o21ai_0 | 11 | 11 |
| o31ai_1 | 3 | 3 |
| or3_1 | 7 | 7 |
| or4_1 | 3 | 3 |
| xnor2_1 | 4 | 4 |
| xor2_1 | 5 | 5 |
==> report_power, final <==
group | internal [mW] | total, mW | switching (mW)
combinational | 0 | 0.000000358 | 0
sequential | 0.0254 | 0.0254 | 0
clock | 0 | 0 | 0
==> final timing paths <==
| check | cells past startpoint | slack, ps | end |
|---|---|---|---|
| setup / recovery | 1 | 1150 | clock_count[0]$_DFF_P_ |
| hold / removal | 1 | 360 | clock_count[0]$_DFF_P_ |
| setup reg to reg | 1 | 1150 | clock_count[0]$_DFF_P_ |
| hold reg to reg | 1 | 360 | clock_count[0]$_DFF_P_ |
==> kinds of logic after synthesis <==
group / share of synthesized area, %
muxes: 1.59
xor gates and xnor gates: 4.00
buffers and inverters: 3.43
adders and majority gates: 5.08
DFF: 56.9
AOI/OAI and AO/OA: 10.2
and+or+nand+nor: 18.9
==> sequential cells by signal (all words and copies together), names as in the netlist <==
| name | cells |
|---|---|
| out_count | 3 |
| vga_r_out | 3 |
| hcount | 10 |
| vga_b_out | 2 |
| clock_count | 1 |
| out_color | 7 |
| vcount | 10 |
| VGA_VS_out | 1 |
| vga_g_out | 3 |
| VGA_HS_out | 1 |
==> metal layers <==
metal / routed length [um] / vias up
met2: 1370 / 18
met5: 0 / -
met1: 1480 / 604
li1: - / 672
met4: 0 / 0
met3: 50 / 0
No activity file was given, so power comes from the tool's default toggle rates.

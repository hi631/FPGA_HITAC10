==> design/flow/run.sh <==
#!/bin/bash
# OpenROAD 26Q1-2900-gdf79404cd8, Yosys 0.63+post, stock flow scripts
make -C /OpenROAD-flow-scripts/flow DESIGN_CONFIG=/design/flow/config.mk WORK_HOME=/design/flow/orfs finish
==> design/flow/constraint.sdc <==
current_design SSEG

set clk_period 2.9
set clk_io_pct 0.2

create_clock -name clk0 -period $clk_period [get_ports {clk_50M}]

set non_clock_inputs [all_inputs -no_clocks]
set_input_delay [expr $clk_period * $clk_io_pct] -clock clk0 $non_clock_inputs
set_output_delay [expr $clk_period * $clk_io_pct] -clock clk0 [all_outputs]
==> design/flow/config.mk <==
export PLATFORM = sky130hd
export DESIGN_NAME = SSEG
export DESIGN_NICKNAME = SSEG
export VERILOG_FILES = /design/flow/design.v
export SDC_FILE = /design/flow/constraint.sdc
export NUM_CORES = 4
export LEC_CHECK = 1
export CORE_AREA = 10 10 100 100
export DIE_AREA = 0 0 110 110
==> design/flow/design.v <==
module SSEG( clk_50M, reset, data, dp_in, sseg, an );
input  wire clk_50M;
input  wire reset;
input  wire[15:0] data;
input  wire[3:0] dp_in;	 
output reg[7:0] sseg;
output reg[3:0] an;
wire[3:0] hex3,hex2,hex1,hex0;	
assign hex3 = data[15:12];
assign hex2 = data[11:8];
assign hex1 = data[7:4];
assign hex0 = data[3:0];
localparam N = 18;
reg[N-1:0] q_reg;
wire[N-1:0] q_next;
reg[3:0] hex_in;
reg dp;
always@( posedge clk_50M or posedge reset )
	if( reset )
		q_reg <= 0;
	else
		q_reg <= q_next;
assign q_next = q_reg + 1;
always@( * )
	case( q_reg[N-1:N-2] )
		2'b00:
		begin
			an = 4'b1110;
			hex_in = hex0;
			dp = dp_in[0];
		end
		2'b01:
		begin
			an = 4'b1101;
			hex_in = hex1;
			dp = dp_in[1];
		end	
		2'b10:
		begin
			an = 4'b1011;
			hex_in = hex2;
			dp = dp_in[2];
		end		
		2'b11:
		begin
			an = 4'b0111;
			hex_in = hex3;
			dp = dp_in[3];
		end
	endcase
	always@( * )
	begin
		case( hex_in )
				0 : sseg[6:0] = 7'b1000000;   
				1 : sseg[6:0] = 7'b1111001;   
				2 : sseg[6:0] = 7'b0100100;   
				3 : sseg[6:0] = 7'b0110000;   
				4 : sseg[6:0] = 7'b0011001;   
				5 : sseg[6:0] = 7'b0010010;   
				6 : sseg[6:0] = 7'b0000010;   
				7 : sseg[6:0] = 7'b1111000;   
				8 : sseg[6:0] = 7'b0000000;   
				9 : sseg[6:0] = 7'b0010000;   
			 'hA : sseg[6:0] = 7'b0001000;   
			 'hB : sseg[6:0] = 7'b0000011;   
			 'hC : sseg[6:0] = 7'b1000110;   
			 'hD : sseg[6:0] = 7'b0100001;   
			 'hE : sseg[6:0] = 7'b0000110;   
			 'hF : sseg[6:0] = 7'b0001110;   
		default : sseg[6:0] = 7'b1111111;
		endcase
		sseg[7] = dp;
	end
endmodule
==> run notes <==
run results: outcome complete, no violations, fin. max-slew vios 0, H-Tree Level Count 1, n_diodes 0, drt drc 0, top-area cell type share of the netlist area 39.4%, CTS tree done, first-pass GRT wire length roughly 4800 um, WL/cell approximately 12 um, root buffer cell clkbuf_8, clk buf depth 2, Avg Cell Area, Syn 11.1 um^2, GRT met1 Usage 6.93%, number of global-route vias before repair 946, Fmax 348 MHz, Port-buffer cells 33, main flop type dfrtp_1, main logic family after synthesis multiplexers, worst-skew pair later-pin latency ~0.25 ns, Final min period between 2 and 3 ns, met3 usage in global routing under 10%, largest net degree at the start of global routing 19, mapped cell area ~1100 um^2, Post-Synth XOR/XNOR Area 12.3%, ys cells 103, Clock Pin Slew Worst Setup and Hold Paths around 0.06 ns, P_int 0.000440 W, Die H 110 um, most frequent cell after synthesis dfrtp_1, fill count 831, RSZ-0062 raised after global routing true, Pre-antenna DRT Iters 4, initial antenna violation count 0, Max-slew headroom a little over half, Synth Instances 103, Setup violations, final 0, CTS Buf Count 3, Tcrit/Tclk final 99.2%, Synth cell types 27, kind of critical path input pin to output pin, Worst Path Arrival around 2.3 ns, yosys adder share 7.67%, # hold bufs at CTS 0, total vias in the final route between 900 and 1,000, simple share 15.4%, Psw 0.000118 W, width of the die roughly 110 um, core footprint 7810 um^2, Yosys reg bits 18, Critical Path End Type output pin, Post-Synth AOI/OAI Area 3.29%, Reg-to-Reg End q_reg[13]$_DFF_PP0_, count of final hold-check violations 0, post-DP HPWL 2240 um, share of cells above drive strength 1 29.3%, clock sinks 18, Top area cell types dfrtp_1 (39%), xnor2_1 (8.4%), ha_1 (7.7%), via/cell ratio 3.64, Synth async-reset ratio around 100%, Setup crit start kind input pin, hold-critical path endpoint q_reg[6]$_DFF_PP0_, final wirelength 3010 um, number of DRC markers in iteration 0 44, Site Rows 32, hold path start q_reg[6]$_DFF_PP0_, Layout area overhead 57.8%, clock share of power 36.0%, GP Congestion between 0.7 and 0.8, GR Util met2 7.54%, Switching Fraction about a fifth, worst hold stages 1, die area 12,100 um^2, Seq share, synth 39.4%, Post-synth top cells dfrtp_1 (18), xnor2_1 (11), nand2_1 (9), DP Worst Slack -0.459 ns, crit-path max FO 4, Logic pwr share between 10% and 20%, number of OpenROAD warnings 31, Leakage 0.804 nW, final worst slack 0.0244 ns, Yosys chip area 1140 um^2, R2R depth 4, Synthesis Warnings 1, Finished Layout Cells 259, R2R Path Start q_reg[7]$_DFF_PP0_, num ports 34, Cell Count Post-Placement 245, GR peak layer met2, Peak VDD IR 0.170 mV, CP required roughly 2.3 ns, Max-cap violations 0, Reg power frac between 40% and 50%, max FFs per register 18, Worst Tran Pin Value around 0.7 ns, pwr dens 309 nW/um^2, count of library flops with an enable pin 0, Initial Utilization between 10% and 20%, number of routed nets with antenna violations 0, most area-hungry cell type in the Yosys netlist dfrtp_1, Hold Crit Class flip-flop to flip-flop, mux share 16.5%, all-layer global routing usage 4.91%, global route overflow 0, Clock Skews ~0.0037 ns, r2r setup slk roughly 1.4 ns
[worst max path at each step]
stage,start,end,slack [ns],depth (start not counted)
final,data[12],sseg[3],0.02,6
after global routing,data[12],sseg[0],-0.01,8
after CTS,data[8],sseg[6],0.0007,8
[metal layers]
| layer | wire [um] | up-vias |
|---|---|---|
| li1 | - | 465 |
| met5 | 0 | - |
| met3 | 245 | 4 |
| met2 | 1290 | 29 |
| met1 | 1430 | 446 |
| met4 | 46 | 0 |
[per-stage QoR]
| stage | instance area [um^2] | TNS, ns | hold slack (ns) | power (W) | utilization, % |
|---|---|---|---|---|---|
| floorplan | 1140 | 0 | 0.438 | 0.000291 | - |
| global placement | 1650 | -3.02 | 0.456 | 0.000352 | 21.1 |
| detailed placement | 1650 | -3.05 | 0.458 | 0.000353 | 21.1 |
| CTS | 1780 | 0 | 0.470 | 0.000559 | 22.8 |
| global route | 1800 | -0.0115 | 0.496 | 0.000588 | 23.1 |
| finish | 1800 | 0 | 0.465 | 0.000558 | 23.1 |
[placed cells by master, fill, tap and decap left out, types with 3 or more instances in the layout]
cell type        instances
buf_4                   19
clkdlybuf4s50_1         18
dfrtp_1                 17
xnor2_1                 11
nand2_1                  9
nand3_1                  7
dlygate4sd2_1            6
clkdlybuf4s15_1          6
xor2_1                   5
nor2_1                   5
mux4_2                   5
inv_1                    4
clkbuf_8                 4
nand4_1                  3
nor3_1                   3
ha_1                     3
ha_4                     3
[critical path: stages]
cell,delay [ns]
dlygate4sd2_1,0.24
mux4_2,0.57
ha_4,0.21
buf_4,0.13
mux4_2,0.44
buf_2,0.12
[timing repair]
| action | CTS | global route |
|---|---|---|
| setup endpoints to repair | 7 | 6 |
| gates resized | 32 | 12 |
| buffers inserted | 8 | 2 |
| pin swaps | 5 | 5 |
| endpoints found under the hold margin | 0 | 0 |
[power groups by stage]
stage,Clock (W),Sequential (W),Combinational (W)
finish,0.000201,0.000251,0.000106
global route,0.000221,0.000251,0.000116
CTS,0.000207,0.000251,0.000100
[cell type report]
cell class / instances / area [um^2] / area share (%)
Clock buffer: 4 / 55.1 / 3.05
Inverter: 7 / 31.3 / 1.73
Timing Repair Buffer: 54 / 473 / 26.2
Multi-Input combinational cell: 74 / 664 / 36.8
Sequential cell: 18 / 452 / 25.1
Tap cell: 102 / 128 / 7.08
[logic make-up after synthesis]
family,after synthesis
and+or+nand+nor,35
adders and majority gates,7
buffers and inverters,11
DFF,18
xor gates and xnor gates,16
muxes,10
AOI/OAI and AO/OA,6
No activity file was given, so power comes from the tool's default toggle rates.
